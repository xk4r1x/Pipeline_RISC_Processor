`flow/run.sh`:
```
#!/bin/bash
# OpenROAD 26Q1-2900-gdf79404cd8, Yosys 0.63+post, stock flow scripts
make -C /OpenROAD-flow-scripts/flow DESIGN_CONFIG=/design/flow/config.mk WORK_HOME=/design/flow/orfs finish
```
`flow/config.mk`:
```
export PLATFORM = sky130hd
export DESIGN_NAME = Register_File
export DESIGN_NICKNAME = Register_File
export VERILOG_FILES = /design/flow/design.v
export SDC_FILE = /design/flow/constraint.sdc
export NUM_CORES = 4
export LEC_CHECK = 1
export CORE_UTILIZATION = 50
```
`flow/constraint.sdc`:
```
current_design Register_File

set clk_period 5.9
set clk_io_pct 0.2

create_clock -name clk0 -period $clk_period [get_ports {clk}]

set non_clock_inputs [all_inputs -no_clocks]
set_input_delay [expr $clk_period * $clk_io_pct] -clock clk0 $non_clock_inputs
set_output_delay [expr $clk_period * $clk_io_pct] -clock clk0 [all_outputs]
```
`flow/design.v`:
```
module Register_File (
   input logic clk,                     
   input logic RegWrite,                
   input logic [4:0] readReg1,          
   input logic [4:0] readReg2,          
   input logic [4:0] writeReg,          
   input logic [31:0] writeData,        
   output logic [31:0] readData1,       
   output logic [31:0] readData2        
);
   logic [31:0] registers [0:31];
   initial begin
      for (int i = 0; i < 32; i++) begin
         registers[i] = 32'h00000000;
      end
   end
   always_comb begin
      readData1 = (readReg1 == 5'd0) ? 32'h00000000 : registers[readReg1];
      readData2 = (readReg2 == 5'd0) ? 32'h00000000 : registers[readReg2];
   end
   always_ff @(posedge clk) begin
      if (RegWrite && writeReg != 5'd0) begin
         registers[writeReg] <= writeData;
      end
   end
endmodule
```
==> impl_metrics.env <==
# source this file to load flow results
export IMPL_detail_route_antenna_nets=0
export IMPL_synth_top_cells_by_count="edfxtp_1, mux2i_1, mux4_2"
export IMPL_yosys_warnings=1
export IMPL_cts_post_setup_buffers_inserted=0
export IMPL_status="finished, final reports clean"
export IMPL_layout_setup_ws_ns=0.486
export IMPL_switching_power_w=0.00366
export IMPL_period_needed_ns=5.41
export IMPL_cts_htree_levels=3
export IMPL_fin_crit_sh=0.918
export IMPL_dieArea_sq_um=97100
export IMPL_rows=113
export IMPL_cap_viol_max_count=0
export IMPL_async_reset_ff_frac=0
export IMPL_die_w_microns=312
export IMPL_drc=0
export IMPL_tritoncts="yes"
export IMPL_cts_resized=0
export IMPL_clk_path_buf_depth=3
export IMPL_ys_types=39
export IMPL_first_pass_iters=5
export IMPL_vias=28300
export IMPL_place_gp_congestion=0.916
export IMPL_edf_count=1024
export IMPL_antenna_found_initial=3
export IMPL_clkPwrFrac=0.401
export IMPL_largest_reg_flops=1024
export IMPL_log_warning_count=26
export IMPL_logic_area_sq_um=16400
export IMPL_max_freq_mhz=185
export IMPL_p_int_w=0.0125
export IMPL_io_buffers=112
export IMPL_pin_count=113
export IMPL_finalSetupTns_ns=0
export IMPL_die_y_microns=312
export IMPL_switching_share=0.227
export IMPL_max_slew_margin=0.335
export IMPL_required_ns=4.72
export IMPL_drive_gt1_frac=0.275
export IMPL_ys_cells=2564
export IMPL_endpoint_kind="primary output"
export IMPL_drtIter0Drc=1879
export IMPL_syn_avg_cell_area_sq_um=18.7
export IMPL_cts_buffers=109
export IMPL_ir_drop_mv=0.231
export IMPL_place_hpwl_mm=89.1
export IMPL_tightest_slew_ns=0.995
export IMPL_cp_max_fo=56
export IMPL_p_leak_nw=18.0
export IMPL_hold_worst_slack_ns=1.30
export IMPL_dp_slack_ns=0.614
export IMPL_reg_top3="registers (1024)"
export IMPL_crit_type="in2out"
export IMPL_holdBufCountCts=0
export IMPL_ff_type="edfxtp_1"
export IMPL_overflow=0
export IMPL_grt_pass1_wl_mm=219
export IMPL_grt_util_all_layers=0.359
export IMPL_fillCellCount=6893
export IMPL_synth_top_area_share=0.642
export IMPL_ff_latch_area_sq_um=30700
export IMPL_area_growth_pct=14.5
export IMPL_grt_max_degree=65
export IMPL_cellPowerDensity_nw_per_um2=294
export IMPL_rsz0062_at_grt="false"
export IMPL_routedWlPerCell_microns=37.0
export IMPL_power_frac_comb=0.093
export IMPL_routed_wl_mm=153
export IMPL_finalMaxSlewViolations=0
export IMPL_largest_register="registers"
export IMPL_clock_sinks=1024
export IMPL_core_region_area_sq_um=95000
export IMPL_viasPerCell=6.85
export IMPL_setup_viol=0
export IMPL_clockRootBuffer="clkbuf_16"
export IMPL_hold_viol=0
export IMPL_syn_inst=2564
export IMPL_p_seq_frac=0.506
export IMPL_grt_pass1_vias=31700
export IMPL_synth_seq_cells=1024
export IMPL_path_clk_slew_ns=0.06
export IMPL_fp_util=0.504
export IMPL_hold_path_class="in2reg"
export IMPL_syn_area_sq_um=47900
export IMPL_cp_arrival_ns=4.23
export IMPL_topCellsByArea="edfxtp_1, mux4_2, mux2i_1"
export IMPL_cp_start_kind="primary input"
export IMPL_synth_area_leader_cell="edfxtp_1"
export IMPL_ys_seq_frac=0.642
export IMPL_ys_chip_area_sq_um=47900
export IMPL_yosysMostFrequentCell="edfxtp_1"
-- area by class of cell --
cell class | count | area share
clock buffers | 140 | 0.0530
multi-input cells | 1354 | 0.299
diodes | 1 | 0.0000456
repair buffers | 284 | 0.0502
well taps | 1265 | 0.0289
clock inverters | 60 | 0.00803
flip-flops and latches | 1024 | 0.561
inverters | 2 | 0.000160
-- power by group through the flow --
stage | clock [W] | sequential (W) | combinational (W)
after global routing | 0.00684 | 0.00817 | 0.00159
final | 0.00647 | 0.00816 | 0.00151
after CTS | 0.00655 | 0.00816 | 0.00150
-- metrics by stage --
step / total power (W) / utilization / cell area [sq um] / instances
CTS: 0.0162 / 0.577 / 54800 / 4129
global placement: 0.00978 / 0.542 / 51500 / 3929
global route: 0.0166 / 0.577 / 54800 / 4129
floorplan: 0.00912 / - / 48000 / 2595
finish: 0.0161 / 0.577 / 54800 / 4130
detailed placement: 0.00980 / 0.542 / 51500 / 3929
-- worst paths after layout --
path                     startpoint               end  slack, ns  cells after the start
worst max-delay path    readReg2[2]     readData2[14]       0.49                      7
worst min-delay path  writeData[31]  registers[7][31]       1.30                      2
-- placed cells by master (no fill, tap or decap), types with 22 or more instances in the layout --
cell / count
a211oi_1: 53
a21oi_1: 32
a221oi_1: 38
a22oi_1: 64
a311oi_1: 32
buf_12: 27
buf_4: 146
clkbuf_1: 28
clkbuf_16: 112
clkdlybuf4s50_1: 102
clkinv_1: 28
clkinv_2: 22
conb_1: 32
edfxtp_1: 1024
mux2_2: 64
mux2i_1: 320
mux4_1: 36
mux4_2: 316
nand2_1: 85
nand4_1: 32
nor2_4: 33
nor2b_1: 32
o21ai_0: 50
o221ai_1: 64
-- worst max-delay path, cell delays in order --
cell and delay [ns]:
buf_8 0.24, or3_2 0.79, buf_4 0.36, o221ai_1 0.23, a221oi_1 0.07, a211oi_1 0.66, clkdlybuf4s50_1 0.61
-- per-layer routing --
layer / GRT usage / wire length, microns / vias to the layer above
li1: - / - / 11500
met1: 0.431 / 46000 / 14000
met2: 0.490 / 69000 / 2443
met3: 0.325 / 32600 / 327
met4: 0.0850 / 5080 / 12
met5: 0.0326 / 208 / -
-- cells by family (layout without fill, tap and decap cells) --
group	after synthesis	count (layout)	share of synthesized area
other	1	33	0.0000783
AOI/OAI and AO/OA	374	374	0.0615
muxes	736	736	0.250
buffers and inverters	217	486	0.0244
and+or+nand+nor	212	212	0.0218
DFF	1024	1024	0.642
Power and IR drop assume default switching activity.
