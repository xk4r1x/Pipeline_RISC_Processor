===== flow/config.mk =====
export PLATFORM = sky130hd
export DESIGN_NAME = Instruction_Memory
export DESIGN_NICKNAME = Instruction_Memory
export VERILOG_FILES = /design/flow/design.v
export SDC_FILE = /design/flow/constraint.sdc
export NUM_CORES = 4
export LEC_CHECK = 1
export CORE_AREA = 10 10 70 70
export DIE_AREA = 0 0 80 80
export SYNTH_MEMORY_MAX_BITS = 65536

===== flow/constraint.sdc =====
current_design Instruction_Memory

set clk_period 2.4
set clk_io_pct 0.2

create_clock -name clk0 -period $clk_period

set non_clock_inputs [all_inputs -no_clocks]
set_input_delay [expr $clk_period * $clk_io_pct] -clock clk0 $non_clock_inputs
set_output_delay [expr $clk_period * $clk_io_pct] -clock clk0 [all_outputs]

===== flow/design.v =====
module Instruction_Memory (
   input logic [31:0] address,       
   output logic [31:0] instruction   
);
   logic [31:0] mem [0:255];
   logic [7:0] word_addr;
   assign word_addr = address[9:2];
   initial begin
      for (int i = 0; i < 256; i++) 
         mem[i] = 32'h00000013;  
      mem[0] = 32'h00100093;    
      mem[1] = 32'h00200113;    
      mem[2] = 32'h002081B3;    
      mem[3] = 32'h40208233;    
      mem[4] = 32'h0020F2B3;    
      mem[5] = 32'h0020E333;    
      mem[6] = 32'h00012623;    
      mem[7] = 32'h00C12383;    
      mem[8] = 32'h00118463;    
      mem[9] = 32'h00100393;    
      mem[10] = 32'h00000013;   
      mem[11] = 32'h00100493;   
      mem[12] = 32'hFE1482E3;   
   end
   always_comb begin
      instruction = (word_addr < 256) ? mem[word_addr] : 32'h00000013;
   end
endmodule

===== flow/run.sh =====
#!/bin/bash
# OpenROAD 26Q1-2900-gdf79404cd8, Yosys 0.63+post, stock flow scripts
make -C /OpenROAD-flow-scripts/flow DESIGN_CONFIG=/design/flow/config.mk WORK_HOME=/design/flow/orfs finish

==> run notes <==
In this run the remaining antenna-violating nets after routing total 0. Per STA, the worst path is made up of clkdlybuf4s50_1 > inv_2 > ha_4 > nand3_1 > nor2_2 > buf_4 > buf_4 > dlygate4sd2_1. The longest incremental delay of any stage on the critical path is reported as 0.49 ns. Per the layout report, the design carries 0 clock buffers.

The finished layout holds 165 standard cells, fillers aside. The run gives 0 ns as the total negative slack. Summed over all layers, the global routing overflow is 0. Data on the critical path is required at its endpoint by 1.92 ns.

The first global-routing pass estimated 3120 µm of wire. In this run the vertical extent of the chip is 80 µm. With the final RePlAce weighted congestion at 0.703, the number of antenna repair diodes is 0. The horizontal extent of the die was 80 µm; the area inside the core boundary was 0.00342 mm². After synthesis the cells add up to 542 µm².

The floorplan step defined a die boundary enclosing 0.00640 mm². The critical path's slowest stage uses the library cell clkdlybuf4s50_1. The share of the core filled with cells in the final layout came out at 29.5%. The count of endpoints failing setup in the final report is 0.

Looking at the critical path, the highest net fanout was 5. In the final layout, the share of cells above drive strength 1 is 53.8%. The logs give 17 for the maximum number of pins on one net before global-route repair and 1480 µm for the HPWL after detailed placement. Per the cell usage report, the commonest logic cells after layout are buf_4 (19), buf_2 (15), dlygate4sd2_1 (13). With the via count of the routed design at 638, the tool warning count is 63.

The worst hold slack was 1.49 ns. Setup repair after global routing could not meet its margin everywhere. Across the run, the number of max-cap violations was 0. The run gives 0% as the post-synthesis sequential area ratio.

The average instance in the mapped netlist occupies 7.32 µm². With the number of distinct library cell variants in the gate-level netlist after synthesis at 31, the number of core rows is 21. STA classifies the critical path endpoint as an output port. Global routing used 5.68% of the available tracks. The initial antenna violation count was 0. The port buffer count works out to 32. The synthesized netlist handed to floorplanning was reported with a cell count of 74. STA classifies the critical path startpoint as an input pin.

After detailed routing, the total wire length is 1960 µm. The report puts the hold buffer count at CTS at 0. For this design the top-level I/O count stands at 64.

Total power for the finished layout comes to 0.0000996 W. The script reports the combined buffer and inverter count of the critical path as 5. The post-detailed-route via-to-cell ratio works out to 3.87. The tools report the number of DRC violations after detailed-routing iteration 0 as 8. For reference, the final report shows the max-slew violation count at 0.

The run gives 99.1 mW/mm² for the cell area power density. The number of hold violations in the final report was 0; the average wire per standard cell was 11.9 µm. Cell count after placement: 154. The flow ran to the end, and the final reports show no timing, DRC or antenna violations.

The number of remaining DRC errors is 0. The run gives 85.7% for the post-synthesis to final-layout area growth. Critical path class: in2out. The final timing report derives a shortest allowable period of 2.36 ns. The min-delay analysis places its worst path in the category in2out.

Yosys-reported design area after synthesis: 542 µm². The tools report the signal arrival time at the worst endpoint as 1.88 ns. Cell repeated most along the worst path: buf_4. On the critical path the largest part of the delay comes from buffers and inverters. Post-route period utilization is reported as 98.2%.

The floorplan step records an initial core utilization of 15.9%. The logs give 1 for the warning count from the yosys run and 0.519 nW for the static power due to leakage. The register area was 0 µm².

Per the timing report, the achievable frequency comes out to 424 MHz. By instance count after routing, the leading logic cell type is buf_4. The sequential cell count of the final layout came out at 0. For this run, the detailed router's first-pass iteration total came to 2. In the Yosys report the total cell count is 74.

Number of global-route vias before repair: 637. The worst VDD IR drop from the latest analysis is 52.6 µV.
-- synthesized netlist by cell type --
cell,count,area [µm²]
a2111oi_4,1,27.5
nand2b_1,2,12.5
o211ai_1,1,7.51
and3_2,1,7.51
a2bb2oi_1,1,8.76
a31oi_1,1,6.26
and2_1,1,6.26
nor2b_1,2,12.5
nand3_1,1,5.00
a211oi_1,1,7.51
or2_2,2,12.5
nor3_1,1,5.00
buf_6,1,11.3
a21oi_1,4,20.0
buf_2,3,15.0
or4_4,1,11.3
a211oi_2,1,12.5
mux2i_1,2,20.0
ha_1,8,100
clkbuf_1,1,3.75
nand2_1,5,18.8
a22oi_1,1,7.51
buf_4,15,113
a311oi_1,1,8.76
and3_1,1,6.26
nor2_1,7,26.3
a311oi_2,1,15.0
nor3b_1,1,7.51
and2_2,1,7.51
conb_1,2,7.51
inv_1,3,11.3
-- layout make-up --
| class | count | area [µm²] |
|---|---|---|
| inverters | 3 | 11.3 |
| fillers | 380 | 2410 |
| repair buffers | 59 | 468 |
| multi-input cells | 57 | 469 |
| well taps | 46 | 57.6 |
-- cell families after synthesis --
group | synth area share [%]
buffers and inverters | 28.4
and+or+nand+nor | 25.6
AOI/OAI and AO/OA | 22.4
other | 1.39
muxes | 3.70
adders and majority gates | 18.5
-- routing by layer --
layer / global-route usage, % / vias to the layer above / wire length [µm]
met4: 0 / 0 / 0
met2: 9.71 / 19 / 960
met1: 7.71 / 298 / 886
li1: - / 321 / -
met3: 0.909 / 0 / 109
met5: 0 / - / 0
-- repair_timing --
item	in CTS	in global routing
setup buffers	9	2
setup endpoints to repair	24	18
pin swaps	8	1
gates cloned	0	1
gates resized	80	7
-- metrics by stage --
step	worst slack, ns	instance area, µm²
final	0.0436	1010
after CTS	0.0173	982
after detailed placement	-0.484	932
after floorplan	0.324	564
after global routing	-0.0356	1010
after global placement	-0.456	932
-- tightest hold or removal path: cells and delay by family --
kind | cells | cell delay (ns)
and+or+nand+nor | 1 | 0.10
adders and majority gates | 1 | 0.13
AOI/OAI and AO/OA | 1 | 0.04
buffers and inverters | 2 | 0.25
-- report_power, final --
part           total [W]  internal, W  switching, W
Clock                  0            0             0
Combinational  0.0000996    0.0000537     0.0000460
Sequential             0            0             0
Total          0.0000996    0.0000537     0.0000460
-- path summary, 6_finish.rpt --
kind                           to  startpoint  slack (ns)  cells past startpoint
hold / removal    instruction[15]  address[4]        1.49                      5
setup / recovery  instruction[28]  address[3]        0.04                      8
Power is estimated from default activity; no workload was simulated.
